`/design/flow/design.v`:
```
`timescale 1ns / 10ps
package car_types_pkg;
  parameter int CAR_LEN_DIGITS = 2;
  typedef logic [4:0] car_counter_t;   
  typedef enum logic [1:0] {
    GREEN  = 2'b00,
    YELLOW = 2'b01,
    RED    = 2'b10
  } strafic_light_t;
   typedef enum logic [1:0] {
    LANE_A  = 2'b00,
    TRANSITION_AB = 2'b01,
    LANE_B    = 2'b10,
    TRANSITION_BA = 2'b11
  } crossroad_status_t;
endpackage
module led_rgb (
    input  wire        CLK100MHZ,
    input  wire [7:0]  r,
    input  wire [7:0]  g,
    input  wire [7:0]  b,
    input  wire [7:0]  brightness,
    output reg         LED_R,
    output reg         LED_G,
    output reg         LED_B
);
    reg [7:0] pwm = 0;
    always @(posedge CLK100MHZ) begin
        pwm <= pwm + 1;
    end
    wire [15:0] r_scaled = r * brightness;
    wire [15:0] g_scaled = g * brightness;
    wire [15:0] b_scaled = b * brightness;
    wire [7:0] R_target = r_scaled[15:8];
    wire [7:0] G_target = g_scaled[15:8];
    wire [7:0] B_target = b_scaled[15:8];
    always @(*) begin
        LED_R = (pwm < R_target);
        LED_G = (pwm < G_target);
        LED_B = (pwm < B_target);
    end
endmodule
```
`/design/flow/constraint.sdc`:
```
current_design led_rgb

set clk_period 8.3
set clk_io_pct 0.2

create_clock -name clk0 -period $clk_period [get_ports {CLK100MHZ}]

set non_clock_inputs [all_inputs -no_clocks]
set_input_delay [expr $clk_period * $clk_io_pct] -clock clk0 $non_clock_inputs
set_output_delay [expr $clk_period * $clk_io_pct] -clock clk0 [all_outputs]
```
`/design/flow/config.mk`:
```
export PLATFORM = sky130hd
export DESIGN_NAME = led_rgb
export DESIGN_NICKNAME = led_rgb
export VERILOG_FILES = /design/flow/design.v
export SDC_FILE = /design/flow/constraint.sdc
export NUM_CORES = 4
export LEC_CHECK = 1
export CORE_UTILIZATION = 50
```
`/design/flow/run.sh`:
```
#!/bin/bash
# OpenROAD 26Q1-2900-gdf79404cd8, Yosys 0.63+post, stock flow scripts
make -C /OpenROAD-flow-scripts/flow DESIGN_CONFIG=/design/flow/config.mk WORK_HOME=/design/flow/orfs finish
```
==> ci_impl_report.md <==
## Synthesis and layout report

| Metric | Value |
|---|---|
| Status | `completed` |
| Detailed Route Iter0 Violations | `163` |
| Number of placed instances, taps included | `1036` |
| Pin count of the biggest net entering global routing | `13` |
| Final setup violation count | `0` |
| Cell at the root of the clock tree | `sky130_fd_sc_hd__clkbuf_16` |
| FF-to-FF setup slack | `6.86 ns` |
| Tally of yosys warning messages | `1` |
| Endpoint of the lowest-slack register-to-register path | `pwm[7]` |
| Worst hold path type | `register to register` |
| Clock sink count | `8` |
| Worst-case clock buffer depth | `2` |
| Area used by sequential logic in the layout | `160 um^2` |
| Fmax | `123 MHz` |
| Vias | `5382` |
| Power Total | `0.00174 W` |
| Total power divided by cell area | `206 nW/um^2` |
| Via count of the first global-routing pass | `5443` |
| Mapped Avg Cell Area | `8.91 um^2` |
| Min-Delay Startpoint | `pwm[0]` |
| Global-route wire length before repair | `25300 um` |
| Async set-reset flop share out of synthesis | `0` |
| Number of hold-slack violations in the final timing report | `0` |
| Number of distinct standard cells referenced by the synthesized netlist | `50` |
| Final cell count without fillers | `1059` |
| Post-DP HPWL | `12400 um` |
| Clock slew seen by the registers of the worst setup and hold paths | `0.04 ns` |
| Number of search-and-repair iterations in the first detailed-routing pass | `4` |
| Max-slew violation count | `0` |
| Count of unresolved DRC violations after routing | `0` |
| FP Rows | `41` |
| Headroom to the max-slew limit | `0.707` |
| Average detailed-routed wire length per instance | `14.0 um` |
| Area Growth Syn to Fin | `27.4%` |
| Antenna diode count | `0` |
| Antenna Nets Post-Route | `0` |
| Post-layout util | `0.662` |
| Chip area | `13700 um^2` |
| Overflow left after global routing | `0` |
| WP data required | `6.64 ns` |
| Cell area after placement | `7910 um^2` |
| Slowest stage cell on the critical path | `sky130_fd_sc_hd__fa_1` |
| Worst-path fanout max | `6` |
| Unrepaired setup endpoints after global routing | `true` |
| Port buffer count | `35` |
| Clock period minus worst slack | `8.11 ns` |
| # Max-Cap Violations | `0` |
| Leakage power of the design | `4.40 nW` |
| R2r worst-path depth | `4` |
| Synthesis area per yosys | `6630 um^2` |
| All-Layer GR Usage | `0.248` |
| Dominant Register Cell | `sky130_fd_sc_hd__dfxtp_1` |
| Crit path kind | `input port to output pin` |
| Cell type with the highest occurrence count on the critical path | `sky130_fd_sc_hd__fa_1` |
| Arrival time reported for the critical path endpoint | `6.45 ns` |
| Flip-flop count of the largest register after layout | `8` |
| Gpl congestion | `0.862` |
| Summed negative setup slack over all endpoints | `0 ns` |
| Number of vias per cell after detailed routing | `5.08` |
| Ports placed on the boundary | `36` |
| Count of cells along the worst hold path | `1` |
| Number of cells in the yosys synthesis report | `744` |
| CP max stage delay | `0.57 ns` |
| Cts hold-fix bufs | `0` |
| Worst Max-Slew Pin Slew | `0.439 ns` |
| Startpoint type of the worst setup path | `input port` |
| VDD IR max | `0.000229 V` |
| Number of fillers in the final layout | `995` |
| Most used cells in the layout excluding fill and tap cells | `sky130_fd_sc_hd__and2_1, sky130_fd_sc_hd__inv_1, sky130_fd_sc_hd__buf_4, sky130_fd_sc_hd__ha_1, sky130_fd_sc_hd__fa_1` |
| Width of the die | `117 um` |
| Clock Skew | `0.000148 ns` |
| Gate Area | `6260 um^2` |
| Initial antenna violation count | `0` |
| Count of library flops with an enable pin | `0` |
| Tool Warnings | `27` |
| Biggest regs | `pwm (8)` |
| Largest register by flop count | `pwm` |
| Post-route cell area | `8450 um^2` |
| Register share after synthesis | `0.0241` |
| Cells after synthesis | `744` |
| CTS tree | `done` |
| H-tree Lvls | `1` |
| Commonest non-fill, non-tap cell in the layout | `sky130_fd_sc_hd__and2_1` |
| Post-synth design cell area | `6630 um^2` |
| Cells traversed along the worst timing path | `clkbuf_4, nand2_1, fa_1, fa_1, inv_2, fa_1, inv_2, fa_1, inv_1, ha_4, o21a_1, a31o_4, a21o_1, a21oi_2, xor2_1, ha_1, a211oi_2, nand3b_1, o21a_1, a211oi_2, buf_2` |
| Share of layout cells above drive strength 1 | `0.259` |
| Post-Route WL | `14800 um` |
| Total CTS buffers | `3` |
| Fraction of the cycle the final worst path needs | `0.977` |
| FP Util | `0.519` |
| Critical path capture point type | `output pin` |
| Capture endpoint of the worst hold path | `pwm[0]` |
| Core ar. | `12800 um^2` |
| Number of register bits inferred by synthesis | `8` |
| Clock network latency to the later pin of the worst-skew pair | `0.23 ns` |
| R2r startpoint | `pwm[0]` |
| DIE HEIGHT | `117 um` |
==> synth_stat cells, drive strengths merged (2+ instances only) <==
master | count | area share
and2 | 156 | 0.15
nand2 | 40 | 0.023
nand3b | 2 | 0.0023
a211o | 2 | 0.0026
clkbuf | 15 | 0.0085
nand2b | 2 | 0.0019
and4b | 2 | 0.0030
xnor2 | 19 | 0.025
nor2 | 11 | 0.0062
inv | 135 | 0.076
nor2b | 3 | 0.0028
a221oi | 3 | 0.0058
a21oi | 24 | 0.019
ha | 121 | 0.23
nand4 | 6 | 0.0057
o211ai | 3 | 0.0034
or2 | 3 | 0.0028
fa | 105 | 0.32
o2111ai | 3 | 0.0040
a31oi | 3 | 0.0028
dfxtp | 8 | 0.024
o21ai | 11 | 0.0083
nand3 | 9 | 0.0068
and3 | 5 | 0.0049
o21a | 8 | 0.0091
a21o | 10 | 0.011
xor2 | 7 | 0.0092
o311ai | 3 | 0.0051
a211oi | 12 | 0.014
==> report_power, final <==
part	internal, W	leakage (nW)	total [W]	switching (W)
clock network	0.0000619	0.0370	0.0000790	0.0000171
logic	0.000835	4.30	0.00162	0.000787
registers	0.0000387	0.0644	0.0000387	0
total	0.000935	4.40	0.00174	0.000804
==> stage by stage <==
step / hold slack [ns] / setup WS (ns)
global placement: 0.513 / -0.923
floorplan: 0.413 / 0.229
global route: 0.565 / -0.0290
detailed placement: 0.521 / -1.00
finish: 0.540 / 0.194
CTS: 0.529 / -0.0325
==> what timing repair did <==
item	CTS	global route
gates resized	111	72
cloned	0	0
pin swaps	46	66
buffers inserted	16	5
setup endpoints to repair	3	3
==> cell type report <==
| cell class | count | area share |
|---|---|---|
| clock buffers | 3 | 0.00888 |
| inverters | 135 | 0.0600 |
| multi-input cells | 585 | 0.740 |
| flip-flops and latches | 8 | 0.0190 |
| well taps | 172 | 0.0255 |
| repair buffers | 156 | 0.146 |
==> cells by family (layout without fill, tap and decap cells) <==
logic type | after synthesis | in the layout | share of synthesized area
adders and majority gates | 226 | 226 | 0.545
buffers and inverters | 151 | 294 | 0.0860
DFF | 8 | 8 | 0.0241
and+or+nand+nor | 242 | 242 | 0.211
xor gates and xnor gates | 26 | 26 | 0.0343
AOI/OAI and AO/OA | 91 | 91 | 0.0996
==> critical path, delay by kind of cell <==
kind | cells | cell delay [ns]
adders and majority gates | 6 | 2.60
AOI/OAI and AO/OA | 7 | 1.39
buffers and inverters | 5 | 0.43
and+or+nand+nor | 2 | 0.20
xor gates and xnor gates | 1 | 0.17
==> layer usage <==
metal,up-vias,part of all wire,track usage
li1,2685,-,-
met1,2615,0.50,0.409
met2,80,0.46,0.384
met3,2,0.039,0.0336
met4,0,0.0020,0.0110
met5,-,0,0
==> worst max path at each step <==
stage | start | to | depth (start not counted)
4_1_cts | b[1] | LED_B | 21
5_1_grt | brightness[5] | LED_B | 24
6_report | b[3] | LED_B | 21
Power is estimated from default activity; no workload was simulated.
