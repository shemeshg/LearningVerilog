==> design.v <==
`timescale 1ns / 10ps
package car_types_pkg;
  parameter int CAR_LEN_DIGITS = 2;
  typedef logic [4:0] car_counter_t;   
  typedef enum logic [1:0] {
    GREEN  = 2'b00,
    YELLOW = 2'b01,
    RED    = 2'b10
  } strafic_light_t;
   typedef enum logic [1:0] {
    LANE_A  = 2'b00,
    TRANSITION_AB = 2'b01,
    LANE_B    = 2'b10,
    TRANSITION_BA = 2'b11
  } crossroad_status_t;
endpackage
module seg_display #(
    parameter NUM_SEGMENTS = 8
)(
    input  logic clk,
    input  logic rst,
    input  logic tick,                      
    input  logic [NUM_SEGMENTS*8-1:0] display,
    output logic [7:0] AN,
    output logic       CA, CB, CC, CD, CE, CF, CG, DP
);
  logic [7:0] cathode;
  assign {DP, CG, CF, CE, CD, CC, CB, CA} = cathode;
  logic [$clog2(NUM_SEGMENTS)-1:0] anode_count;
  always @(posedge clk) begin
    if (rst) begin
      anode_count <= '0;
    end else if (tick) begin
      anode_count <= anode_count + 1'b1;
    end
    AN              <= '1;
    AN[anode_count] <= '0;
    cathode         <= display[anode_count*8+:8];
  end
endmodule
==> run.sh <==
#!/bin/bash
# OpenROAD 26Q1-2900-gdf79404cd8, Yosys 0.63+post, stock flow scripts
make -C /OpenROAD-flow-scripts/flow DESIGN_CONFIG=/design/flow/config.mk WORK_HOME=/design/flow/orfs finish
==> config.mk <==
export PLATFORM = sky130hd
export DESIGN_NAME = seg_display
export DESIGN_NICKNAME = seg_display
export VERILOG_FILES = /design/flow/design.v
export SDC_FILE = /design/flow/constraint.sdc
export NUM_CORES = 4
export LEC_CHECK = 1
export CORE_AREA = 10 10 83 83
export DIE_AREA = 0 0 93 93
==> constraint.sdc <==
current_design seg_display

set clk_period 2.4
set clk_io_pct 0.2

create_clock -name clk0 -period $clk_period [get_ports {clk}]

set non_clock_inputs [all_inputs -no_clocks]
set_input_delay [expr $clk_period * $clk_io_pct] -clock clk0 $non_clock_inputs
set_output_delay [expr $clk_period * $clk_io_pct] -clock clk0 [all_outputs]
==> Table 3: Implementation characteristics <==
Physical implementation characteristics

Parameter                              Value

STA
  Slew Limit Fails    0
  Aggregate negative setup slack    0 ps
  Setup Viol. Count Final    0
  Post-layout period usage    between 70% and 80%
  Worst Tran Pin Value    807 ps
  Total count of hold-check failures in the final report    0
  Peak Freq    560 MHz
  Worst clock skew    2.75 ps
  Max-slew headroom at the worst pin    46.1%
  RSZ-0062 raised after global routing    false
  WHS    649 ps
  Final period demand of the worst path    1790 ps

Synthesis
  Most area-hungry cell type in the Yosys netlist    dfxtp_1
  Synth top area cells    dfxtp_1 35%, mux4_1 29%, mux2_2 8.2%, mux4_2 8.2%, ha_1 5.7%
  Number of warnings issued by yosys    1
  Synthesized netlist cell count    74
  Area of the synthesized netlist per yosys stat    1100 sq um
  Syn_area_per_cell    ~15 sq um
  Registers, synthesis    19
  Count of library flops with an enable pin    0
  Fraction of the yosys area taken by sequential cells    roughly 35%
  Fraction of registers with async set or reset after synthesis    0%
  Count of instantiated cells in the yosys netlist    74
  Primary FF master, synth    dfxtp_1
  Mapped cell area    around 1100 sq um
  Max-area cell share    34.6%
  Cell variety after synth    20

Global routing
  Vias in the first global route    1069
  Aggregate global routing overflow    0
  Global router's overall resource usage    under 10%
  Wire length of the first global-routing pass    5420 um
  Largest net degree at the start of global routing    22
  Initial antenna violation count    0

Finish
  Share of cells above drive strength 1    13.8%
  Final design instance area without fill    2040 sq um
  Final Util    39.8%
  Most instantiated logic cell after routing    clkdlybuf4s50_1
  Area added between synthesis and finish    86.0%
  Most frequently placed logic cells in the final layout    82 x clkdlybuf4s50_1, 19 x dfxtp_1, 12 x mux4_1, 8 x mux2_2, 8 x nand2_1

Drt
  Detailed-route via count    951
  Vias/cell    4.15
  Final wirelength    3450 um
  Final ANT Viol Nets    0
  Final routed DRC violation total    0
  First-iteration detailed-routing DRC count    26
  Length of the first detailed-routing pass in iterations    3
  DR WL/cell    around 15 um
  Diode insertion count for antenna repair    0

Die
  Standard-cell row count    26
  Floorplan Core Area    5140 sq um
  Die span in x    93 um
  Overall die area    8650 sq um
  Vertical die size    93 um
  Initial cell density of the core    21.4%
  Number of ports placed on the die boundary    roughly 83

CTS
  Clock transition at the register clock pins on the worst setup and hold paths after CTS    70 ps
  H-tree level count    1
  Setup Buffers After CTS    0
  Clock latency on the worst-skew pair    250 ps
  Clock sink count    19
  CTS max path bufs    2
  Quantity of gates resized following cts    0
  Number of buffers created by CTS    3
  # hold bufs at CTS    0
  CTS tree    built
  Root buffer selected by CTS    clkbuf_8

Worst setup path
  Data required time of the worst path    2540 ps
  Register-to-register setup slack    610 ps
  Reg-to-Reg End    AN[4]
  Worst R2R Start    anode_count[0]
  Critical Path Source Type    flip-flop
  Depth of the worst register-to-register path    4
  Worst stage delay on the critical path    480 ps
  Kind of critical path    reg2reg
  Cell chain of the critical path    inv_2 -> ha_1 -> or3b_2 -> a211o_1
  Capturing element type of the critical path    flip-flop
  Worst Path Arrival    roughly 1900 ps
  Cell with the biggest individual delay on the critical path    dfxtp_1
  Peak fanout along the critical path    10

Place
  Placer Congestion    0.733
  Instance area at placement    2000 sq um
  Total of buffers placed on input and output ports    82
  HPWL Detailed    2980 um

Flow run
  Maximum capacitance violations    0
  Number of warnings in the stage logs    29

Pwr
  Peak VDD IR    0.210 mV
  Pleak    about 0.76 nW
  PwrDens    roughly 430 nW/um^2

Worst hold path
  Worst hold path depth    2
  Worst Hold End    anode_count[0]
  Min-delay worst type    reg2reg
  Hold path startpoint    anode_count[0]

Run status
  Outcome    finished, final reports clean
==> worst max-delay path by stage <==
stage	start	to	slack, ps
4_1_cts	anode_count[0]	AN[4]	590
5_1_grt	anode_count[0]	AN[4]	500
6_report	anode_count[0]	AN[4]	610
==> worst max-delay path, delay by kind of cell, from the launching register on <==
family	cells	cell delay, ps
adder cells (fa/ha/maj)	1	300
flip-flops	1	480
AND/OR/NAND/NOR	1	460
buffers and inverters	1	180
AND-OR/OR-AND	1	260
==> metal layers <==
layer  global-route usage [%]  routed length (um)  up-vias  share of wire [%]
met4                    0.900                  40        0                1.2
met2                     12.9                1670       48                 48
met3                     3.63                 350        2                 10
met5                        0                   0        -                  0
li1                         -                   -      467                  -
met1                     9.44                1390      434                 40
==> cells by family (layout without fill, tap and decap cells) <==
family	Yosys count	after routing	share of synthesized area, %
muxes	25	25	46.0
DFF	19	19	34.6
and+or+nand+nor	13	13	5.47
buffers and inverters	6	91	3.64
adders and majority gates	5	5	5.69
AOI/OAI and AO/OA	3	3	2.16
xor gates and xnor gates	3	3	2.39
==> area by class of cell <==
type	count	area (sq um)
Clock buffer	3	41.3
Multi-Input combinational cell	49	678
Timing Repair Buffer	85	843
Tap cell	70	87.6
Inverter	2	7.51
Clock inverter	1	5.00
Sequential cell	19	380
Fill cell	508	3100
==> metrics by stage <==
step / instances / total power, mW / worst slack [ps]
after global routing: 229 / 0.936 / 505
after CTS: 229 / 0.891 / 592
after floorplan: 74 / 0.482 / 743
after detailed placement: 225 / 0.673 / 594
final: 229 / 0.874 / 613
after global placement: 225 / 0.669 / 624
==> registers in the layout, summed over array words and instances (netlist names) <==
name / count
AN: 8
anode_count: 3
cathode: 8
==> where the power goes <==
group | internal (mW) | switching (mW) | total, mW | leakage (nW)
combinational | 0.223 | 0.0712 | 0.294 | 0.575
clock | 0.115 | 0.0996 | 0.215 | 0.0255
sequential | 0.351 | 0.0142 | 0.365 | 0.158
==> synthesized netlist by cell type (2+ instances only) <==
library cell	count
dfxtp_1	19
mux4_1	12
mux2_2	8
nand2_1	8
ha_1	5
mux4_2	4
buf_2	2
buf_6	2
nor2_1	2
xnor2_1	2
Power is estimated from default activity; no workload was simulated.
