==> design.v <==
`timescale 1ns / 10ps
package car_types_pkg;
  parameter int CAR_LEN_DIGITS = 2;
  typedef logic [4:0] car_counter_t;   
  typedef enum logic [1:0] {
    GREEN  = 2'b00,
    YELLOW = 2'b01,
    RED    = 2'b10
  } strafic_light_t;
   typedef enum logic [1:0] {
    LANE_A  = 2'b00,
    TRANSITION_AB = 2'b01,
    LANE_B    = 2'b10,
    TRANSITION_BA = 2'b11
  } crossroad_status_t;
endpackage
`timescale 1ns / 10ps
module unbounce_array #(
    parameter int BITS       = 16,   
    parameter int WAIT_COUNT = 3     
) (
    input  logic            CPU_RESET,   
    input  logic            CLOCK,
    input  logic [BITS-1:0] BTN_IN,      
    output logic [BITS-1:0] BTN_OUT      
);
  genvar i;
  for (i = 0; i < BITS; i++) begin : gen_btn
    unbounce_btn #(
        .WAIT_COUNT(WAIT_COUNT)
    ) u_btn (
        .CPU_RESET(CPU_RESET),
        .CLOCK(CLOCK),
        .BTN_IN(BTN_IN[i]),
        .BTN_OUT(BTN_OUT[i])
    );
  end
endmodule
`timescale 1ns / 10ps
module unbounce_btn (
    input  logic CPU_RESET,   
    input  logic CLOCK,
    input  logic BTN_IN,
    output logic BTN_OUT
);
  parameter int WAIT_COUNT = 3;
  typedef enum logic [1:0] {
    BTN_OFF        = 2'b00,
    BTN_BEFORE_ON  = 2'b01,
    BTN_ON         = 2'b10,
    BTN_BEFORE_OFF = 2'b11
  } btn_status_t;
  btn_status_t btn_status;
  int count;
  logic [1:0] button_sync;
  always_comb begin
    case (btn_status)
      BTN_OFF, BTN_BEFORE_ON: BTN_OUT = 1'b0;
      BTN_ON, BTN_BEFORE_OFF: BTN_OUT = 1'b1;
      default:                BTN_OUT = 1'b0;
    endcase
  end
  always_ff @(posedge CLOCK or posedge CPU_RESET) begin
    if (CPU_RESET) begin
      btn_status  <= BTN_OFF;
      count       <= 0;
      button_sync <= 2'b00;   
    end else begin
      button_sync <= {button_sync[0], BTN_IN};
      if (button_sync == 2'b01 && btn_status == BTN_OFF) begin
        btn_status <= BTN_BEFORE_ON;
      end else if (button_sync == 2'b10 && btn_status == BTN_ON) begin
        btn_status <= BTN_BEFORE_OFF;
      end else begin
        if (btn_status == BTN_ON && button_sync == 2'b00) btn_status <= BTN_BEFORE_OFF;
        else if (btn_status == BTN_OFF && button_sync == 2'b11) btn_status <= BTN_BEFORE_ON;
      end
      case (btn_status)
        BTN_BEFORE_ON, BTN_BEFORE_OFF: begin
          count <= count + 1;
          if (count == WAIT_COUNT) begin
            btn_status <= (btn_status == BTN_BEFORE_ON) ? BTN_ON : BTN_OFF;
            count <= 0;
          end
        end
        default: count <= 0;
      endcase
    end
  end
endmodule
==> run.sh <==
#!/bin/bash
# OpenROAD 26Q1-2900-gdf79404cd8, Yosys 0.63+post, stock flow scripts
make -C /OpenROAD-flow-scripts/flow DESIGN_CONFIG=/design/flow/config.mk WORK_HOME=/design/flow/orfs finish
==> config.mk <==
export PLATFORM = sky130hd
export DESIGN_NAME = unbounce_array
export DESIGN_NICKNAME = unbounce_array
export VERILOG_FILES = /design/flow/design.v
export SDC_FILE = /design/flow/constraint.sdc
export NUM_CORES = 4
export LEC_CHECK = 1
export CORE_UTILIZATION = 40
==> constraint.sdc <==
current_design unbounce_array

set clk_period 4.0
set clk_io_pct 0.2

create_clock -name clk0 -period $clk_period [get_ports {CLOCK}]

set non_clock_inputs [all_inputs -no_clocks]
set_input_delay [expr $clk_period * $clk_io_pct] -clock clk0 $non_clock_inputs
set_output_delay [expr $clk_period * $clk_io_pct] -clock clk0 [all_outputs]
==> impl_metrics.tcl <==
# flow metrics
set metrics [dict create \
    status "complete, no violations" \
    swShare_pct 20.9 \
    startpoint_type "flip-flop" \
    cts_resized 0 \
    die-width_um 271 \
    final_util_pct 45.8 \
    synthCells 3003 \
    vias 21079 \
    rsz0062_at_grt "no" \
    track_usage_pct 15.7 \
    ant_nets 0 \
    worst_pin_slew_ns 0.966 \
    h-tree-depth 3 \
    clock_path_buffers 3 \
    ctsRootBufferMaster "clkbuf_16" \
    drv_cap 0 \
    cp.arrival_ns 1.80 \
    power.share.clock_pct 51.1 \
    io_pins 34 \
    top_logic_kind "simple AND/OR/NAND/NOR gates" \
    cts_tree "yes" \
    fa_ha_area_share_pct 0.694 \
    dp_slack_ns 1.60 \
    ys.flops 592 \
    mux_share_pct 0.0347 \
    fp.dieH_um 271 \
    setup_slack_ns 1.40 \
    peakVddDrop_mv 0.265 \
    dr.pass1.iters 5 \
    rows 98 \
    ff_type "dfrtp_1" \
    yosysWarnings 1 \
    placedCellCount 3917 \
    first_iter_violations 1557 \
    leakagePower_nw 12.7 \
    core_um2 71400 \
    crit_path_end_kind "output pin" \
    wire_per_inst_um 13.5 \
    area_leaders "dfrtp_1 50%, xor2_1 8.7%, nor2_1 7.4%, xnor2_1 4.7%, nand4_1 4.0%" \
    overflow 0 \
    dieArea_um2 73200 \
    ys_cells 3003 \
    timing.fmax_mhz 385 \
    clk_pin_slew_worst_paths_ns 0.06 \
    crit_required_ns 3.20 \
    syn2layout_area_growth_pct 13.4 \
    clkSinkCount 592 \
    grt_pass1_vias 20171 \
    setup_viol 0 \
    cts_buffers 69 \
    ctsHoldBuffers 0 \
    p_comb_share_pct 1.2 \
    seq_area_frac_synth_pct 51.4 \
    antenna_found_initial 0 \
    placed_area_um2 30300 \
    simple_gate_area_share_pct 28.8 \
    hold_path.class "reg -> reg" \
    ys_sh_xor_pct 13.5 \
    fin_crit_sh_pct 64.9 \
    dp_hpwl_um 34900 \
    power.internal_mw 9.97 \
    routabilityCongestion 0.848 \
    p_seq_share_pct 47.7 \
    top_area_cell "dfrtp_1" \
    ys_sh_aoi_pct 3.17 \
    drive_above_1_share_pct 7.47 \
    hold_violations 0 \
    log.warning_count 28 \
    port-buffer-count 33 \
    layout_min_cycle_time_ns 2.60 \
    synthArstFlopShare_pct 100 \
    grt_first_pass_wirelength_um 96300 \
    edf_count 0 \
    post_cts_buffers 0 \
    top_cell_area_share_pct 50.0 \
    critPathKind "reg -> out" \
    drcViolationCount 0 \
    finalPower_mw 12.6 \
    drv_slew 0 \
    avgViaCountPerCell 5.21 \
    slew_headroom_pct 35.1 \
    fp-utilization_pct 40.4 \
    drt_wl_total_um 54600 \
    clock_latency_ns 0.59 \
    powerDensity_nw_per_um2 385 \
    setup-tns-final_ns 0 \
    final_area_um2 32700 \
    switching_power_mw 2.63 \
    syn_area_per_cell_um2 9.60 \
    antenna_cells 0 \
    nFillCells 6266 \
    syn-cell-area_um2 28800 \
    synth_cell_types 49 \
    grt_max_degree 120 \
    finClkSkew_ns 0.0221 \
    path_max_fanout 4 \
    final_cells 4043 \
    holdWs_ns 0.455 \
    ys_area_um2 28800 \
]
[worst paths after layout]
path                                                start                              end  slack, ns  cells past startpoint
max reg2reg                     gen_btn[4].u_btn.count[0]       gen_btn[4].u_btn.count[30]       1.70                      6
min                             gen_btn[9].u_btn.count[0]        gen_btn[9].u_btn.count[0]       0.45                      1
min in group asynchronous                       CPU_RESET  gen_btn[7].u_btn.button_sync[0]       0.65                      2
max in group asynchronous                       CPU_RESET       gen_btn[5].u_btn.count[24]       2.29                      3
min reg2reg                     gen_btn[9].u_btn.count[0]        gen_btn[9].u_btn.count[0]       0.45                      1
max                        gen_btn[7].u_btn.btn_status[3]                       BTN_OUT[7]       1.40                      2
[power by group through the flow]
stage     logic [mW]  registers [mW]  clock network [mW]
4_1_cts        0.165            6.01                6.66
5_1_grt        0.182            6.00                6.90
6_report       0.153            6.01                6.44
[cells by family (layout without fill, tap and decap cells)]
group,Yosys count,count (layout)
xor+xnor,443,443
fa+ha+maj,16,16
buf+inv,163,253
compound gates,151,151
flops,592,592
simple gates,1637,1637
mux,1,1
[cell usage after synthesis, types with 2 or more instances]
cell type and number:
o31ai_1 20, and2_1 16, nor4b_1 17, nor3_1 74
nand4_1 186, or2_2 24, nor2_1 565, o22ai_1 16
nor4_2 7, and3_1 72, xor2_1 287, buf_1 3
nand2_1 226, dfstp_2 16, dfrtp_1 576, nand2b_1 19
clkbuf_1 71, nor4_4 6, inv_1 63, a21oi_1 35
buf_2 9, xnor2_1 156, nor4_1 127, nand4_2 2
or3_1 31, a32o_1 16, and4_1 49, nand3_1 196
ha_1 16, or4_1 4, buf_4 16, nor2b_1 2
nand3_2 3, o21ai_0 62
[critical path, stage by stage (launching register included)]
cell,delay [ns]
dfrtp_1,0.42
or2_2,0.36
clkdlybuf4s50_1,0.42
[layout by cell type, fill, tap and decap left out, types with 7 or more instances in the layout]
| cell | count |
|---|---|
| and2_1 | 16 |
| nor3_1 | 74 |
| inv_1 | 62 |
| a32o_1 | 16 |
| clkbuf_16 | 70 |
| ha_1 | 16 |
| clkinvlp_4 | 9 |
| buf_4 | 23 |
| xor2_1 | 287 |
| nor2_1 | 565 |
| nand3_1 | 196 |
| or3_1 | 31 |
| and4_1 | 49 |
| o31ai_1 | 20 |
| nor4b_1 | 17 |
| clkbuf_8 | 17 |
| clkdlybuf4s50_1 | 33 |
| or2_2 | 24 |
| clkinv_2 | 10 |
| a21oi_1 | 35 |
| nand4_1 | 186 |
| nor4_1 | 127 |
| and3_1 | 72 |
| o22ai_2 | 16 |
| dfstp_2 | 16 |
| o21ai_0 | 62 |
| buf_12 | 8 |
| xnor2_1 | 156 |
| clkbuf_1 | 9 |
| dfrtp_1 | 576 |
| nand2b_1 | 19 |
| nand2_1 | 226 |
| nor4_2 | 7 |
[sequential cells by signal, indices dropped and copies added, names as in the netlist]
signal,count
gen_btn.u_btn.count,512
gen_btn.u_btn.btn_status,64
gen_btn.u_btn.button_sync,16
[metal layers]
layer / wire length (µm) / vias to the layer above / global-route usage (%)
met4: 1130 / 0 / 3.17
met5: 0 / - / 0
met2: 24400 / 264 / 23.3
met3: 1780 / 84 / 2.53
li1: - / 10541 / -
met1: 27300 / 10190 / 25.5
[layout make-up]
cell class | count | area [µm²] | share of cell area, %
multi-input cells | 2248 | 13400 | 41.0
well taps | 950 | 1190 | 3.63
flip-flops and latches | 592 | 14800 | 45.3
clock buffers | 96 | 2020 | 6.17
inverters | 63 | 240 | 0.734
clock inverters | 30 | 353 | 1.08
repair buffers | 64 | 663 | 2.03
